[./config.mk]
export PLATFORM = sky130hd
export DESIGN_NAME = AES_cipher
export DESIGN_NICKNAME = AES_cipher
export VERILOG_FILES = /design/flow/design.v
export SDC_FILE = /design/flow/constraint.sdc
export NUM_CORES = 4
export LEC_CHECK = 1
export CORE_UTILIZATION = 40
[./constraint.sdc]
current_design AES_cipher

set clk_period 5.6
set clk_io_pct 0.2

create_clock -name clk0 -period $clk_period [get_ports {clk}]

set non_clock_inputs [all_inputs -no_clocks]
set_input_delay [expr $clk_period * $clk_io_pct] -clock clk0 $non_clock_inputs
set_output_delay [expr $clk_period * $clk_io_pct] -clock clk0 [all_outputs]
[./design.v]
module AES_cipher (
    input wire clk,
    input wire reset_n,
    input wire new_message,
    input wire [7:0] key,
    input wire [7:0] data_in,
    input wire valid_in,
    output reg [7:0] data_out,
    output reg valid_out
);
    reg [7:0] counter_block;
    wire [0:255][7:0] aes_inv_sbox = {
    8'h52, 8'h09, 8'h6a, 8'hd5, 8'h30, 8'h36, 8'ha5, 8'h38, 8'hbf, 8'h40, 8'ha3, 8'h9e, 8'h81, 8'hf3, 8'hd7, 8'hfb,
    8'h7c, 8'he3, 8'h39, 8'h82, 8'h9b, 8'h2f, 8'hff, 8'h87, 8'h34, 8'h8e, 8'h43, 8'h44, 8'hc4, 8'hde, 8'he9, 8'hcb,
    8'h54, 8'h7b, 8'h94, 8'h32, 8'ha6, 8'hc2, 8'h23, 8'h3d, 8'hee, 8'h4c, 8'h95, 8'h0b, 8'h42, 8'hfa, 8'hc3, 8'h4e,
    8'h08, 8'h2e, 8'ha1, 8'h66, 8'h28, 8'hd9, 8'h24, 8'hb2, 8'h76, 8'h5b, 8'ha2, 8'h49, 8'h6d, 8'h8b, 8'hd1, 8'h25,
    8'h72, 8'hf8, 8'hf6, 8'h64, 8'h86, 8'h68, 8'h98, 8'h16, 8'hd4, 8'ha4, 8'h5c, 8'hcc, 8'h5d, 8'h65, 8'hb6, 8'h92,
    8'h6c, 8'h70, 8'h48, 8'h50, 8'hfd, 8'hed, 8'hb9, 8'hda, 8'h5e, 8'h15, 8'h46, 8'h57, 8'ha7, 8'h8d, 8'h9d, 8'h84,
    8'h90, 8'hd8, 8'hab, 8'h00, 8'h8c, 8'hbc, 8'hd3, 8'h0a, 8'hf7, 8'he4, 8'h58, 8'h05, 8'hb8, 8'hb3, 8'h45, 8'h06,
    8'hd0, 8'h2c, 8'h1e, 8'h8f, 8'hca, 8'h3f, 8'h0f, 8'h02, 8'hc1, 8'haf, 8'hbd, 8'h03, 8'h01, 8'h13, 8'h8a, 8'h6b,
    8'h3a, 8'h91, 8'h11, 8'h41, 8'h4f, 8'h67, 8'hdc, 8'hea, 8'h97, 8'hf2, 8'hcf, 8'hce, 8'hf0, 8'hb4, 8'he6, 8'h73,
    8'h96, 8'hac, 8'h74, 8'h22, 8'he7, 8'had, 8'h35, 8'h85, 8'he2, 8'hf9, 8'h37, 8'he8, 8'h1c, 8'h75, 8'hdf, 8'h6e,
    8'h47, 8'hf1, 8'h1a, 8'h71, 8'h1d, 8'h29, 8'hc5, 8'h89, 8'h6f, 8'hb7, 8'h62, 8'h0e, 8'haa, 8'h18, 8'hbe, 8'h1b,
    8'hfc, 8'h56, 8'h3e, 8'h4b, 8'hc6, 8'hd2, 8'h79, 8'h20, 8'h9a, 8'hdb, 8'hc0, 8'hfe, 8'h78, 8'hcd, 8'h5a, 8'hf4,
    8'h1f, 8'hdd, 8'ha8, 8'h33, 8'h88, 8'h07, 8'hc7, 8'h31, 8'hb1, 8'h12, 8'h10, 8'h59, 8'h27, 8'h80, 8'hec, 8'h5f,
    8'h60, 8'h51, 8'h7f, 8'ha9, 8'h19, 8'hb5, 8'h4a, 8'h0d, 8'h2d, 8'he5, 8'h7a, 8'h9f, 8'h93, 8'hc9, 8'h9c, 8'hef,
    8'ha0, 8'he0, 8'h3b, 8'h4d, 8'hae, 8'h2a, 8'hf5, 8'hb0, 8'hc8, 8'heb, 8'hbb, 8'h3c, 8'h83, 8'h53, 8'h99, 8'h61,
    8'h17, 8'h2b, 8'h04, 8'h7e, 8'hba, 8'h77, 8'hd6, 8'h26, 8'he1, 8'h69, 8'h14, 8'h63, 8'h55, 8'h21, 8'h0c, 8'h7d
    };
    always_ff @(posedge clk or negedge reset_n) begin
        if (!reset_n) begin
            counter_block <= 8'h0;
        end else if (new_message) begin
            counter_block <= key;  
        end else begin
            counter_block <= counter_block + 8'h1;  
        end
    end
    always_comb begin
        if (!reset_n || !valid_in) begin
            data_out = 0;
            valid_out = 0;
        end else begin
            data_out = data_in ^ aes_inv_sbox[(counter_block[7:4] * 16) + counter_block[3:0]];  
            valid_out = 1;  
        end
end
endmodule
[./run.sh]
#!/bin/bash
# OpenROAD 26Q1-2900-gdf79404cd8, Yosys 0.63+post, stock flow scripts
make -C /OpenROAD-flow-scripts/flow DESIGN_CONFIG=/design/flow/config.mk WORK_HOME=/design/flow/orfs finish
==> results.toml <==
# implementation run metrics
[outcome]
outcome = "finished, final reports clean"

[flow_run]
drv_cap = 0
tool_warnings = 32

[placed_design]
place_hpwl_um = 18600
numPortBuffers = 28
gp_congestion = 1.15
dp_worst_setup_slack_ns = 0.120

[logic_synthesis]
synth-async-reset-ratio = 1.00
yosys.area.top_type = "o21ai_0"
ys_chip_area_um2 = 4570
ys_types = 77
ys_sh_mux = 0.0230
topCellsByArea = "o21ai_0 8.0%, a21oi_1 7.2%, nand2_1 7.0%"
synth_flop_count = 8
synthCells = 733
synthDominantCellAreaShare = 0.0800
xor_share = 0.0307
synth.avg_cell_area_um2 = 6.23
ys_cells = 733
edf_count = 0
ys_seq_share = 0.0438
synthAdderAreaFrac = 0.0383
yosys-top-cells-count = "85 x nand2_1, 73 x o21ai_0, 66 x a21oi_1"
top_logic_kind = "AND-OR/OR-AND gates"
synth.cellmix.simpleShare = 0.254
aoi_share = 0.515
syn-cell-area_um2 = 4570
top_cell = "nand2_1"
ys_warn_count = 1
ff_type = "dfrtp_1"

[worst_setup_path]
r2r_end = "counter_block[7]"
cp-start-kind = "flip-flop"
worst_ep_required_time_ns = 4.48
crit_path_max_fanout = 12
cp-endpoint = "data_out[2]"
reg2reg_slack_ns = 3.41
r2r_start = "counter_block[1]"
crit_arrival_ns = 4.32
crit_start = "counter_block[2]"
critPathKind = "reg2out"
rr_worst_depth = 6
crit_path_end_kind = "primary output"

[routing]
drt_iter0_markers = 1361
wl_um = 25800
antenna_left = 0
routedWlPerCell_um = 29.2
drt-pass1-iter-count = 7
antenna_cells_inserted = 0
drc = 0
detail_route.vias_per_cell = 7.79
vias = 6896

[final_layout]
utilization = 0.478
fillers = 1112
area_growth_pct = 15.0
largest_register_ffs = 8
reg_top3 = "counter_block: 8 flops"
top_register = "counter_block"
drive_above_1_share = 0.141

[global_routing]
grt_max_degree = 46
grt.overflow.total = 0
grt_pass1_vias = 6216
antenna_found_initial = 0
grt_pass1_wl_um = 38700
grtUsageTotal = 0.452

[floorplan]
dieHeight_um = 109
core_um2 = 11000
dieArea_um2 = 11900
ios = 29
rows = 38
die_w_um = 109
fp_util = 0.416

[min_path]
min_from = "counter_block[2]"
worstHoldPathType = "reg2reg"

[clock_tree]
cts.htree.levels = 1
root_buffer = "clkbuf_16"
clk_latency_ns = 0.23
cts_buffers = 3
holdBufCountCts = 0
clk_path_buf_depth = 2
cts_tree = "done"
clkTransAtPathRegs_ns = 0.04
numClockSinks = 8

[power_and_ir_drop]
p_leak_nw = 1.87
power.density_nw_per_um2 = 574
vdd_ir_drop_max_mv = 0.384

[timing]
setup_ws_ns = 0.159
setup_viol = 0
skew_ns = 0.00209
fin_crit_sh = 0.972
slew_headroom = 0.309
min_period_ns = 5.44
max_freq_mhz = 184
worst_pin_slew_ns = 1.03
slew_viol_final = 0
hold_viol = 0
[layout by cell type, fill, tap and decap left out, drive strengths merged, types with 11 or more instances in the layout]
cell	count
nor2	62
ha	14
nand3	25
a221oi	12
buf	60
xnor2	11
nand2	86
o211ai	15
o22ai	16
nor3	36
a21oi	71
o21ai	78
a211oi	19
a31oi	32
clkdlybuf4s50	28
[cells by family after synthesis]
| kind of cell | after synthesis |
|---|---|
| muxes | 10 |
| AOI/OAI and AO/OA | 344 |
| adders and majority gates | 14 |
| buffers and inverters | 90 |
| DFF | 8 |
| xor gates and xnor gates | 16 |
| and+or+nand+nor | 251 |
[cell type report]
type	instances	area [um^2]	area share
sequential	8	203	0.0386
inverter	10	37.5	0.00715
tap	140	175	0.0334
timing repair buffer	88	734	0.140
clock buffer	4	78.8	0.0150
multi-input combinational	635	4020	0.766
[critical path, stage by stage (launching register included)]
cell and delay, ns:
dfrtp_1 0.44, ha_2 0.52, a211o_1 0.33, a21oi_2 0.18, buf_4 0.21, nor2_1 0.52, nand2_1 0.17, nor3b_1 0.19
a2111o_1 0.29, a41o_1 0.27, or4_1 0.40, o21ai_0 0.08, clkdlybuf4s50_1 0.48
[per-stage QoR]
stage	power [mW]	cells	instance area, um^2	hold WS [ns]	TNS, ns
final	3.01	885	5250	0.691	0
after global routing	3.10	885	5250	0.745	-0.0163
after CTS	2.75	884	5160	0.699	0
after detailed placement	2.61	880	5080	0.664	0
after global placement	2.68	880	5080	0.667	0
after floorplan	1.72	733	4570	0.612	0
[how the worst min path moves through the flow]
stage,cells after the start,slack [ns],end
finish,2,0.69,counter_block[2]
global route,2,0.74,counter_block[7]
CTS,2,0.70,counter_block[7]
[report_power, final]
part           switching (mW)  leakage, nW  total, mW  internal, mW
clock                  0.0286       0.0382      0.124        0.0949
combinational            1.89         1.73       2.81         0.913
sequential             0.0167       0.0942     0.0825        0.0657
total                    1.94         1.87       3.01          1.07
[repair_timing]
item	CTS	global route
endpoints found under the setup margin	4	8
gates resized	3	17
setup buffers	0	1
pin swaps	0	1
[metal layers]
layer	track usage	part of all wire
met2	0.587	0.38
met5	0	0
met3	0.261	0.18
met1	0.591	0.37
met4	0.210	0.071
No activity file was given, so power comes from the tool's default toggle rates.
